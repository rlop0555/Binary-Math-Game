`./design.v`:
```
module GameController(Clock, Reset, Access, Button, TimeUp, Enable, Reconfig, LoadIn, LoadOut, RNGIn, RNGOut, LogOff);
	input Access;
	input Clock, Reset;
	input Button;
	input TimeUp;
	input LoadIn;
	input RNGIn;
	output Enable;
	output LoadOut;
	output Reconfig;
	output RNGOut;
	output LogOff;
	reg Enable;
	reg LoadOut;
	reg Reconfig;
	reg RNGOut;
	reg LogOff;
	parameter WAIT = 0, PASSED = 1, START = 2, GAMEPLAY = 3, GAMEOVER = 4;
	reg [2:0] State;
	reg count;
	always @ (posedge Clock)
		begin
			if(Reset == 1'b0)
				begin
					Enable <= 1'b0;
					LoadOut <= 1'b0;
					Reconfig <= 1'b0;
					RNGOut <= 1'b0;
					LogOff <= 1'b0;
					count <= 1'b0;
				end
			else
				begin
					case (State)
					WAIT:
						begin
							LogOff <= 1'b0;
							if(count == 1'b1)
								begin
									if(Access == 1'b1)
										begin
											State <= PASSED;
										end
									else
										begin
											State <= WAIT;
										end
									count <= 1'b0;
								end
							else 
								begin
									count <= count + 1;
								end
						end
					PASSED:
						begin
							Reconfig <= 1'b1;
							State <= START;
						end
					START:
						begin
							Reconfig <= 1'b0;
							if(Button == 1'b1)
								begin
									Enable <= 1'b1;
									State <= GAMEPLAY;
								end
							else if(LoadIn == 1'b1)
								begin
									LogOff <= 1'b1;   
									State <= WAIT;
								end
							else
								begin
									State <= START;
								end
						end
					GAMEPLAY:
						begin
							LoadOut <= LoadIn;
							RNGOut <= RNGIn;
							if(TimeUp == 1'b0)
								begin
									Enable <= 1'b0;
									State <= GAMEOVER;
								end
							else 
								begin
									State <= GAMEPLAY;
								end
						end
					GAMEOVER:
						begin
							LoadOut <= 1'b0;
							RNGOut <= 1'b0;
							if(Button == 1'b1)
								begin
									State <= PASSED;
								end
							else if(LoadIn == 1'b1)
								begin
									LogOff <= 1'b1;
									State <= WAIT;
								end
							else 
								begin
									State <= GAMEOVER;
								end
						end
					default: 
						begin
							LoadOut <= 1'b0;
							RNGOut <= 1'b0;
							State <= WAIT;
						end
					endcase
				end
		end
endmodule
```
`./run.sh`:
```
#!/bin/bash
# OpenROAD 26Q1-2900-gdf79404cd8, Yosys 0.63+post, stock flow scripts
make -C /OpenROAD-flow-scripts/flow DESIGN_CONFIG=/design/flow/config.mk WORK_HOME=/design/flow/orfs finish
```
`./config.mk`:
```
export PLATFORM = sky130hd
export DESIGN_NAME = GameController
export DESIGN_NICKNAME = GameController
export VERILOG_FILES = /design/flow/design.v
export SDC_FILE = /design/flow/constraint.sdc
export NUM_CORES = 4
export LEC_CHECK = 1
export CORE_AREA = 10 10 70 70
export DIE_AREA = 0 0 80 80
```
`./constraint.sdc`:
```
current_design GameController

set clk_period 1.5
set clk_io_pct 0.2

create_clock -name clk0 -period $clk_period [get_ports {Clock}]

set non_clock_inputs [all_inputs -no_clocks]
set_input_delay [expr $clk_period * $clk_io_pct] -clock clk0 $non_clock_inputs
set_output_delay [expr $clk_period * $clk_io_pct] -clock clk0 [all_outputs]
```
==> summary.txt <==
flow finished, numbers: status=finished, final reports clean, final instance area=627 sq um, largest net degree at the start of global routing=9, max-slew violations=0, CTS sink cnt=11, Worst setup SP type=flop, mux contribution to synthesized area=0, CP delay by family, top=buffers and inverters, Worst Skew=0.00139 ns, number of global-route vias before repair=371, dpl ws=0.114 ns, CP cell instances=clkdlybuf4s50_1, Top logic family=simple AND/OR/NAND/NOR gates, Syn Area/Cell=9.78 sq um, hold_ws=~0.46 ns, WS Path Type=reg2out, Critical Path AT=1.08 ns, Top Layout Cells=11 x dfxtp_1, 11 x clkdlybuf4s50_1, 4 x o21ai_0, 4 x nand2_1, placed inst area=~600 sq um, simple-gate share of the synthesized area=0.218, # setup viols final=0, average wire per standard cell=9.73 microns, crit path time final=1.38 ns, Reg2Reg Setup Slack=0.56 ns, Die Size=6400 sq um, # resized after CTS=0, ys cells=approximately 44, num rows=21, gpl congestion=0.760, yosys stat chip area=between 400 and 500 sq um, I/O Buffers=11, initial core utilization=0.126, vias=365, Peak Freq=between 0.7 and 0.8 GHz, Worst R2R End=State[0], FF-to-FF path depth=3, die width=roughly 80 microns, min-delay src=RNGOut, grt total ovfl=0, RR Startpoint=State[2], fa+ha+maj area frac=0, WHS Endpoint=RNGOut, sequential power share=0.543, first-pass GRT wire length=1.77 mm, register area share after synthesis=0.512, HP Class=reg2reg, peak supply drop=353 uV, CP max FO=3, tool warnings=25, flops out of synthesis=11, Setup TNS=0 ns, ant diodes=0, core area=between 3000 and 4000 sq um, switching pwr=225 uW, Req. time, crit path=1.20 ns, htree depth=1, Slowest-stage cell, CP=clkdlybuf4s50_1, max_slew headroom=0.834, clk latency late pin=about 0.26 ns, CP bufs+invs=1, XOR Share, Synth=0.0203, TritonCTS clock tree=built, aoi share=0.212, total setup buffers inserted after CTS=0, Worst-Margin Slew=0.249 ns, Period Utilization, post-route=0.922, Area Overhead vs Synth=45.6%, critical path's largest stage delay=0.47 ns, Clk pwr share=0.248, antenna-violating nets left=0, Initial DRT Pass Iterations=4, Post-Syn Area=approximately 430 sq um, yosys warns=1, Mapped Cells=44, GRT Util Overall=0.0341, initial antenna violation count=0, pwr dens=about 1300 nW/um^2, Final Hold Fails=0, hold path cells=2, CTS buffer count=3, Top Ports=12, crit end category=output port, DRT iter0 DRCs=22, CTS root buf=clkbuf_4, layout cells sized above 1=0.136, Unique masters post-synth=23, switch share=0.284, RSZ-0062 raised after global routing=false, clock transition at the registers of the reported paths=0.07 ns, Via density=around 3.5, worst setup margin=0.117 ns, Int Power=568 uW, Post-DP HPWL=798 microns, Max Cap Viol=0, total wire length=1.02 mm, Comb power frac=0.208, hold_buf cts=0, height of the die=80 microns, fin util=0.184, Leak=0.219 nW, Clock Path Buffers=2, detailed-route DRC error count=0
==> per-layer routing <==
metal	routed length, microns	up-vias	GRT usage
met5	0	-	0
li1	-	191	-
met3	134	2	0.0284
met2	400	9	0.0425
met4	13	0	0.00528
met1	473	163	0.0442
==> worst max path at each step <==
| stage | start | cells past startpoint | to | slack (ns) |
|---|---|---|---|---|
| global route | Enable | 1 | Enable | 0.06 |
| CTS | Enable | 1 | Enable | 0.09 |
| finish | Enable | 1 | Enable | 0.12 |
==> through the flow <==
stage / instances / power, mW
floorplan: 44 / 0.522
global placement: 101 / 0.600
detailed placement: 101 / 0.602
CTS: 105 / 0.806
global route: 105 / 0.852
finish: 105 / 0.793
==> synth_stat cells <==
library cell / number / area (sq um)
a21boi_0: 1 / 7.51
a21oi_1: 1 / 5.00
a22o_1: 3 / 26.3
a32oi_1: 1 / 8.76
and2_1: 1 / 6.26
buf_4: 1 / 7.51
clkbuf_2: 1 / 5.00
dfxtp_1: 11 / 220
inv_1: 1 / 3.75
nand2_1: 4 / 15.0
nand3_1: 2 / 10.0
nand4_1: 2 / 12.5
nor2_1: 2 / 7.51
nor2_2: 1 / 6.26
nor2b_1: 1 / 6.26
nor3_2: 1 / 10.0
nor3b_1: 1 / 7.51
nor3b_2: 1 / 12.5
o2111ai_1: 1 / 8.76
o211ai_1: 1 / 7.51
o21a_1: 1 / 7.51
o21ai_0: 4 / 20.0
xor2_1: 1 / 8.76
==> flip-flops by register name, indices dropped and copies added (netlist names) <==
register	count
count	1
LogOff	1
LoadOut	1
State	5
RNGOut	1
Reconfig	1
Enable	1
==> cell type report <==
type                    count  area (sq um)
fillers                   388          2790
flip-flops and latches     11           220
multi-input cells          30           194
repair buffers             13           125
well taps                  46          57.6
clock buffers               4          26.3
inverters                   1          3.75
==> power by group through the flow <==
stage         Clock (mW)  Sequential, mW  Combinational (mW)
CTS                0.208           0.430               0.168
global route       0.218           0.446               0.187
finish             0.197           0.430               0.165
==> cell families after synthesis <==
logic type	Yosys count
simple gates	16
compound gates	13
flops	11
buf+inv	3
xor+xnor	1
Power figures rest on the tool's default switching activity, not on a simulated workload.
