==> design/flow/design.v <==
module CountTo10LFSR(EnableSignal, Clock, Reset, Ten);
	input EnableSignal;
	input Clock, Reset;
	output Ten;
	reg Ten;
	reg [3:0] LFSR;
	wire feedback = LFSR[3];
	always @ (posedge Clock)
		begin
			if(Reset == 1'b0)
				begin
					LFSR <= 4'b1111;
					Ten <= 1'b0;
				end
			else if(EnableSignal == 1'b1)
				begin
					if(LFSR == 4'b1100) 
						begin
							LFSR <= 4'b1111;
							Ten <= 1'b1;
						end
					else
						begin
						    LFSR[0] <= feedback;
							LFSR[1] <= LFSR[0] ^ feedback;
							LFSR[2] <= LFSR[1];
							LFSR[3] <= LFSR[2];
							Ten <= 1'b0;
						end
				end
			else
				begin
					Ten <= 1'b0;
				end
		end
endmodule
module DigitTimer(Decrement, YorN, Reconfig, Clock, Reset, BorrowAsk, BorrowAnswer, Value);
	input Decrement;
	input YorN;
	input Clock, Reset;
	input Reconfig;
	output BorrowAsk;
	output BorrowAnswer;
	output [3:0] Value;
	reg [3:0] Value;
	reg BorrowAsk;
	reg BorrowAnswer;
	always@(posedge Clock)
		begin
			if(Reset == 1'b0)
				begin
					Value = 4'b0000;
					BorrowAsk = 0;
					BorrowAnswer = 0;
				end
			else if(Reconfig == 1'b1)
				begin
					Value <= 4'b1001;
					BorrowAnswer <= 1'b1;
					BorrowAsk <= 1'b0;
				end
			else 
				begin
					if(Decrement == 1'b1)
						begin
							if(Value == 4'b0000)
								begin
									if(YorN == 1'b0)
										begin
											BorrowAsk <= 1'b0;
											BorrowAnswer <= 1'b0;
										end
									else 
										begin
											BorrowAsk <= 1'b1;
											Value <= 4'b1001;
											BorrowAnswer <= 1'b1;
										end
								end
							else
								begin
									Value <= Value - 1;
									if(Value == 4'b0001 & YorN == 1'b0)
										begin		
											BorrowAnswer <= 1'b0;	
										end
									else 
										begin
											BorrowAnswer <= 1'b1;
										end
								end
						end
					else 
						begin
							BorrowAsk <= 0;
						end
				end
		end
endmodule
module HundredMSLFSR(EnableSignal, Clock, Reset, HundredMS);
	input EnableSignal;
	input Clock, Reset;
	output HundredMS;
	reg HundredMS;
	reg [6:0] LFSR;
	wire feedback = LFSR[6];
	always @ (posedge Clock)
		begin
			if(Reset == 1'b0)
				begin
					LFSR <= 7'b111_1111;
					HundredMS <= 1'b0;
				end
			else if(EnableSignal == 1'b1)
				begin
					if(LFSR == 7'b110_1000) 
						begin
							LFSR <= 7'b111_1111;
							HundredMS <= 1'b1;
						end
					else
						begin
							LFSR[0] <= feedback;
							LFSR[1] <= LFSR[0] ^ feedback;
							LFSR[2] <= LFSR[1];
							LFSR[3] <= LFSR[2];
							LFSR[4] <= LFSR[3];
							LFSR[5] <= LFSR[4];
							LFSR[6] <= LFSR[5];
							HundredMS <= 1'b0;
						end
				end
			else
				begin
					HundredMS <= 1'b0;
				end
		end
endmodule
module OneMillisecondLFSR(EnableSignal, Clock, Reset, Millisecond);
	input EnableSignal;
	input Clock, Reset;
	output Millisecond;
	reg Millisecond;
	reg [15:0] LFSR;
	wire feedback = LFSR[15];
	always @ (posedge Clock)
		begin
			if(Reset == 1'b0)
				begin
					LFSR <= 16'b1111_1111_1111_1111;
					Millisecond <= 1'b0;
				end
			else if(EnableSignal == 1'b1)
				begin
					if(LFSR == 16'b0110_1101_1011_0110) 
						begin
							LFSR <= 16'b1111_1111_1111_1111;
							Millisecond <= 1'b1;
						end
					else
						begin
							LFSR[0] <= feedback;
							LFSR[1] <= LFSR[0];
							LFSR[2] <= LFSR[1] ^ feedback;
							LFSR[3] <= LFSR[2] ^ feedback;
							LFSR[4] <= LFSR[3];
							LFSR[5] <= LFSR[4] ^ feedback;
							LFSR[6] <= LFSR[5];
							LFSR[7] <= LFSR[6];
							LFSR[8] <= LFSR[7];
							LFSR[9] <= LFSR[8];
							LFSR[10] <= LFSR[9];
							LFSR[11] <= LFSR[10];
							LFSR[12] <= LFSR[11];
							LFSR[13] <= LFSR[12];
							LFSR[14] <= LFSR[13];
							LFSR[15] <= LFSR[14];
							Millisecond <= 1'b0;
						end
				end
		end
endmodule
module OneSecondLFSR(EnableSignal, Clock, Reset, OneSecond);
	input EnableSignal;
	input Clock, Reset;
	output OneSecond;
	wire OneMSWire;
	wire OneHundredMSWire;
	OneMillisecondLFSR OneMS(EnableSignal, Clock, Reset, OneMSWire);
	HundredMSLFSR Count100(OneMSWire, Clock, Reset, OneHundredMSWire);
	CountTo10LFSR Count10(OneHundredMSWire, Clock, Reset, OneSecond);
endmodule
module Timer(Enable, Reconfig, Clock, Reset, Tens, Ones, TimeUp);
	input Enable;
	input Reconfig;
	input Clock, Reset;
	output[3:0] Tens, Ones;
	output TimeUp;
	wire OneSecond;
	wire BorrowFromTens;
	wire YesOrNo;
	wire PlaceHolder;
	OneSecondLFSR OneSecondSignal(Enable, Clock, Reset, OneSecond);
	DigitTimer OnesDigit(OneSecond, YesOrNo, Reconfig, Clock, Reset, BorrowFromTens, TimeUp, Ones);
	DigitTimer TenthDigit(BorrowFromTens, 1'b0, Reconfig, Clock, Reset, PlaceHolder, YesOrNo, Tens);
endmodule
==> design/flow/run.sh <==
#!/bin/bash
# OpenROAD 26Q1-2900-gdf79404cd8, Yosys 0.63+post, stock flow scripts
make -C /OpenROAD-flow-scripts/flow DESIGN_CONFIG=/design/flow/config.mk WORK_HOME=/design/flow/orfs finish
==> design/flow/config.mk <==
export PLATFORM = sky130hd
export DESIGN_NAME = Timer
export DESIGN_NICKNAME = Timer
export VERILOG_FILES = /design/flow/design.v
export SDC_FILE = /design/flow/constraint.sdc
export NUM_CORES = 4
export LEC_CHECK = 1
export CORE_AREA = 10 10 106 106
export DIE_AREA = 0 0 116 116
==> design/flow/constraint.sdc <==
current_design Timer

set clk_period 1.5
set clk_io_pct 0.2

create_clock -name clk0 -period $clk_period [get_ports {Clock}]

set non_clock_inputs [all_inputs -no_clocks]
set_input_delay [expr $clk_period * $clk_io_pct] -clock clk0 $non_clock_inputs
set_output_delay [expr $clk_period * $clk_io_pct] -clock clk0 [all_outputs]
==> flow_summary.json <==
{
  "outcome": "finished, final reports clean",
  "logic_area_um2": 863,
  "overflow": 0,
  "cp.required_ps": 1200,
  "max_freq_mhz": 689,
  "timing.slew.headroom": 0.781,
  "cp-start-kind": "flop",
  "ys_cells": 177,
  "fillers": 920,
  "power.density_nw_per_um2": 915,
  "via_count": 1257,
  "finalCriticalPeriod_ps": 1450,
  "edf_count": 0,
  "min_path_type": "reg2reg",
  "finalSetupTns_ps": 0,
  "antenna_found_initial": 0,
  "synth-seq-cells": 41,
  "worstMarginPinSlew_ps": 324,
  "ys_types": 37,
  "htree_levels": 2,
  "syn_inst": 177,
  "area_growth_pct": 21.0,
  "vias_per_cell": 4.18,
  "worst-setup-path-type": "reg2out",
  "cap_violations": 0,
  "drt_drc_violations_left": 0,
  "cts_buffers": 5,
  "core_area_um2": 8850,
  "cts_tree": "done",
  "drv_slew": 0,
  "endpoint_kind": "output port",
  "slowest_delay_ps": 480,
  "synth-async-reset-ratio": 0,
  "rsz0062_at_grt": "false",
  "warning_count": 26,
  "ys_area_um2": 1770,
  "track_usage": 0.0477,
  "chipArea_um2": 13500,
  "crit_chain": "clkdlybuf4s50_1",
  "cp_max_fo": 7,
  "p_leak_uw": 0.000791,
  "critPathArrivalTime_ps": 1150,
  "area.sequential_um2": 846,
  "ir_worst_vdd_mv": 0.319,
  "cts.sink_count": 41,
  "cts_root_buf": "clkbuf_8",
  "io_pins": 13,
  "yosysWarningCount": 4,
  "synth.area.top_cells": "dfxtp_1, mux2i_1, nand2_1",
  "hold_ws_ps": 448,
  "die_w_um": 116,
  "path_buffers": 1,
  "netlist_area_um2": 1770,
  "flop_cell": "dfxtp_1",
  "drtAntennaViolNets": 0,
  "routedWlPerCell_um": 10.4,
  "yosys.area.top_type_share": 0.463,
  "ys_seq_share": 0.463,
  "portBuffers": 12,
  "drive_gt1_frac": 0.161,
  "drt-initial-drc-count": 73,
  "postSynthAreaPerCell_um2": 10.0,
  "yosys.area.top_type": "dfxtp_1",
  "clkLatencyLatePin_ps": 280,
  "antenna_cells_inserted": 0,
  "grt_pass1_wl_um": 5390,
  "ctsHoldBuffers": 0,
  "initCoreUtil": 0.200,
  "fin_crit_sh": 0.968,
  "cts.clk_slew.worst_paths_ps": 70,
  "place_hpwl_um": 2170,
  "crit_family": "buffers and inverters",
  "firstDrtPassIters": 4,
  "gp_congestion": 0.801,
  "first_global_vias": 1160,
  "grt_max_degree": 29,
  "ctsLongestPathBuffers": 2,
  "totalWireLength_um": 3120,
  "finClkSkew_ps": 4.89,
  "rows": 34,
  "crit_slowest_cell": "clkdlybuf4s50_1",
  "finalSetupViolCount": 0,
  "die_h_um": 116,
  "hold_viol": 0
}
-- path summary, 6_finish.rpt --
check	cells after the start	start	slack (ps)	to
hold / removal	1	OneSecondSignal.Count10.LFSR[1]$_SDFFE_PN1P_	450	OneSecondSignal.Count10.Ten$_SDFF_PN0_
hold reg to reg	1	OneSecondSignal.Count10.LFSR[1]$_SDFFE_PN1P_	450	OneSecondSignal.Count10.Ten$_SDFF_PN0_
setup reg to reg	5	TenthDigit.Value[0]$_SDFFE_PN0P_	90	TenthDigit.Value[0]$_SDFFE_PN0P_
setup / recovery	1	OnesDigit.Value[1]$_SDFFE_PP0P_	50	Ones[1]
-- final cells by class --
| cell class | count | area share |
|---|---|---|
| multi-input combinational | 118 | 0.403 |
| timing repair buffer | 19 | 0.0858 |
| sequential | 41 | 0.394 |
| inverter | 8 | 0.0140 |
| clock buffer | 7 | 0.0403 |
| tap | 108 | 0.0630 |
-- worst register-to-register path, stage by stage, from the launching register on --
cell and delay, ps:
dfxtp_4 360, inv_1 60, ha_1 150, or3b_4 400, a211oi_1 240, nor3_1 80
-- Yosys cell counts (all sizes together), types with 2 or more instances --
cell / count
nand4b: 2
nor4b: 2
nand2: 21
buf: 7
nor4: 2
a21oi: 7
nor2: 12
a311oi: 5
clkbuf: 3
nor3: 4
nand2b: 2
and4b: 2
o21ai: 5
o211ai: 8
inv: 8
mux2i: 23
xor2: 6
o31ai: 2
ha: 2
dfxtp: 41
and4bb: 2
-- metal layers --
| layer | vias up | share of wire | wire length, um | track usage |
|---|---|---|---|---|
| met1 | 569 | 0.51 | 1590 | 0.0665 |
| met5 | - | 0 | 0 | 0 |
| li1 | 663 | - | - | - |
| met2 | 18 | 0.40 | 1240 | 0.0683 |
| met3 | 7 | 0.069 | 215 | 0.0194 |
| met4 | 0 | 0.023 | 73 | 0.0100 |
-- placed cells by master, fill, tap and decap left out, types with 2 or more instances in the layout --
master,n
a21oi_1,7
a311oi_1,5
and4b_1,2
and4bb_2,2
buf_4,6
clkbuf_8,6
clkdlybuf4s50_1,11
dfxtp_1,33
dfxtp_2,2
dfxtp_4,6
ha_1,2
inv_1,8
mux2i_1,23
nand2_1,21
nand2b_1,2
nor2_1,12
nor3_1,4
o211ai_1,8
o21ai_0,5
o31ai_1,2
xor2_1,6
-- power by group --
part           leakage [uW]  internal [uW]  switching (uW)  total, uW
Sequential         0.000339           1100            23.3       1130
Combinational      0.000407           72.9            58.5        131
Clock             0.0000443            365             339        704
-- flip-flops by register name (all words and copies together) (netlist names) --
signal / flops
TenthDigit.Value: 4
OneSecondSignal.Count100.LFSR: 7
OnesDigit.Value: 4
TenthDigit.BorrowAnswer: 1
OnesDigit.BorrowAsk: 1
OneSecondSignal.Count10.LFSR: 4
OneSecondSignal.Count10.Ten: 1
OneSecondSignal.OneMS.LFSR: 16
OnesDigit.BorrowAnswer: 1
OneSecondSignal.OneMS.Millisecond: 1
OneSecondSignal.Count100.HundredMS: 1
-- cells by family after synthesis --
group / share of synthesized area
buffers and inverters: 0.0494
xor gates and xnor gates: 0.0297
and+or+nand+nor: 0.186
DFF: 0.463
AOI/OAI and AO/OA: 0.128
muxes: 0.130
adders and majority gates: 0.0141
-- what timing repair did --
item | 4_1_cts | 5_1_grt
setup buffers | 0 | 0
pin swaps | 0 | 0
hold endpoints to repair | 0 | 0
gates resized | 9 | 6
endpoints found under the setup margin | 8 | 6
-- per-stage QoR --
step | setup WS, ps | utilization | area, um^2 | total power, uW | instances
finish | 48.7 | 0.242 | 2140 | 1960 | 301
global route | 4.75 | 0.242 | 2140 | 2060 | 301
CTS | 10.6 | 0.241 | 2130 | 2010 | 301
detailed placement | -50.3 | 0.231 | 2040 | 1290 | 295
global placement | -23.3 | 0.231 | 2040 | 1290 | 295
floorplan | 136 | - | 1770 | 1230 | 177
No activity file was given, so power comes from the tool's default toggle rates.
