[flow/design.v]
module Authentication(Clock, Reset, LogOff, PasswordDigit, Button, Digit, Address, Passed, LoggedIn, LoggedOut);
	input Button;
	input Clock, Reset;
	input [3:0] Digit;
	input [3:0] PasswordDigit;
	input LogOff;
	output Passed;
	output [4:0] Address;
	output LoggedIn;
	output LoggedOut;
	reg Passed;
	reg [4:0] Address;
	reg LoggedIn;
	reg LoggedOut;
	reg Invalid;
	parameter DIGIT = 0, ADDRESS = 1, RECIEVE = 2, COMPARE = 3, VERIFY = 4, PASSED = 5;
	reg [2:0] State;
	reg [4:0] Counter;
	reg Wait;
	always @ (posedge Clock)
		begin
			if(Reset == 1'b0 | LogOff == 1'b1)
				begin
					Passed <= 1'b0;
					Invalid <= 1'b0;
					Counter <= 5'b00000;
					State <= DIGIT;
					Wait <= 1'b0;
					LoggedIn <= 1'b0;
					LoggedOut <= 1'b1;
				end
			else 
				begin
					case (State)
					DIGIT: 
						begin
							LoggedIn <= 1'b0;
							LoggedOut <= 1'b1;
							Passed <= 1'b0;
							if(Button == 1'b1)
								begin
									State <= ADDRESS;
								end
							else
								begin
									State <= DIGIT;
								end
						end
					ADDRESS:
						begin
							Address <= Counter;
							State <= RECIEVE;
						end
					RECIEVE:
						begin
							if(Wait == 1'b1)
								begin
									Wait <= 1'b0;
									State <= COMPARE;
								end
							else 
								begin
									Wait <= Wait + 1;
								end
						end
					COMPARE:
						begin
							if(Digit == PasswordDigit)
								begin
								end
							else
								begin
									Invalid <= 1'b1;
								end
							if(Counter == 5'b00011)
								begin
									State <= VERIFY;
								end
							else 
								begin
									Counter <= Counter + 1;
									State <= DIGIT;
								end
						end
					VERIFY:
						begin
							if(Invalid == 1'b1)
								begin
									State <= DIGIT;
								end
							else 
								begin
									State <= PASSED;
								end
							Counter <= 5'b00000;
							Invalid <= 1'b0;
						end
					PASSED:
						begin
							LoggedIn <= 1'b1;
							LoggedOut <= 1'b0;
							Passed <= 1'b1;
							if(LogOff == 1'b1)
								begin
									State <= DIGIT;
								end
						end
					default: 
						begin
							Passed <= 1'b0;
							Invalid <= 1'b0;
							Counter <= 5'b00000;
							LoggedIn <= 1'b0;
							LoggedOut <= 1'b1;
						end
					endcase
				end
		end
endmodule
[flow/run.sh]
#!/bin/bash
# OpenROAD 26Q1-2900-gdf79404cd8, Yosys 0.63+post, stock flow scripts
make -C /OpenROAD-flow-scripts/flow DESIGN_CONFIG=/design/flow/config.mk WORK_HOME=/design/flow/orfs finish
[flow/config.mk]
export PLATFORM = sky130hd
export DESIGN_NAME = Authentication
export DESIGN_NICKNAME = Authentication
export VERILOG_FILES = /design/flow/design.v
export SDC_FILE = /design/flow/constraint.sdc
export NUM_CORES = 4
export LEC_CHECK = 1
export CORE_AREA = 10 10 98 98
export DIE_AREA = 0 0 108 108
[flow/constraint.sdc]
current_design Authentication

set clk_period 1.8
set clk_io_pct 0.2

create_clock -name clk0 -period $clk_period [get_ports {Clock}]

set non_clock_inputs [all_inputs -no_clocks]
set_input_delay [expr $clk_period * $clk_io_pct] -clock clk0 $non_clock_inputs
set_output_delay [expr $clk_period * $clk_io_pct] -clock clk0 [all_outputs]
==> Changelog: implementation <==
### Implementation results

* Routed vias/inst at 3.144
* Tightest Pin Transition at 0.4888 ns
* Post-Syn Instances at 82
* P per Cell Area at 673.1 nW/um2
* Initial DRC Count at 62
* Critical path type: flip-flop to flip-flop
* Ant diodes at 0
* Row Count at 32
* RSZ-0062 raised after global routing: false
* DRC Markers at 0
* Vias in the first global route at 644
* Final core occ at 0.1584
* CP max stage cell: or4b_2
* Worst-path cell chain: ha_1 -> or4b_2 -> nand4_1 -> a31oi_1
* Area leader share at 0.3631
* Layout Skew at 0.0006453 ns
* Worst-path clk slew at 0.07 ns
* Async SR Flop Fraction at 0
* Clk buf depth at 2
* DP HPWL at 1444 um
* GRT overflow at 0
* WL per Instance at 8.755 um
* IO buf count at 19
* Post-synth EDFFs at 5
* Clock latency at the later pin of the worst-skew pair at 0.25 ns
* Final Setup Violations at 0
* Post-synth regs at 20
* Clock Tree Root: clkbuf_8
* Crit path launch type: flip-flop
* Tool warnings at 25
* Area reported by Yosys stat at 827.0 um2
* DIE AREA at 11660 um2
* DRT antenna net count at 0
* CP endpoint kind: flip-flop
* Router iterations before antenna repair at 2
* Max-cap violations at 0
* WP data arrival at 1.77 ns
* Yosys warns at 1
* Worst path max stage delay at 0.66 ns
* Hold buffer count at cts at 0
* Gr usage total at 0.03199
* Outcome: completed
* GP Congestion at 0.7554
* Final Hold Viols at 0
* Num Clock Sinks at 20
* Most used standard cells in the synthesized netlist: dfxtp_1 (15), nand3_1 (6), edfxtp_1 (5), nor2_1 (5)
* Slew Viols, Final at 0
* Synth top cell by count: dfxtp_1
* Data required time of the worst path at 1.94 ns
* Commonest flop: dfxtp_1
* Netlist cell types at 29
* Leak at 0.3930 nW
* Initial antenna violation count at 0
* # IOs at 20
* H-tree Lvls at 1
* Routed wire length at 1821 um
* Layout cells sized above 1 at 0.1038
* Synth area leader: dfxtp_1
* Mean post-synth cell area at 10.09 um2
* Min cycle time layout at 1.633 ns
* CP Max Fanout at 5
* Ys cells at 82
* Initial Util at 0.1081
* Area delta synth->final at 46.44%
* Vias at 654
* CTS tree: done
* Die width at 108 um
* Slew headroom at 0.6712
* Clock buffer count from CTS at 3
* Global-route wire length before repair at 3146 um
* Seq/Total Area, Yosys at 0.5446
* Pin count of the biggest net entering global routing at 12
* Max VDD drop at 0.0002651 V
* Max frequency at 612.5 MHz
* Flop2flop setup slack at 0.17 ns
* Hold Crit Class: flip-flop to flip-flop
* Setup TNS at 0 ns
* Final Cycle Share at 0.9070
* Mapped Area at 827.0 um2
* Synth area leaders: dfxtp_1 (36%), edfxtp_1 (18%), xor2_1 (4.2%)
* Die Y at 108 um
* Core area at 7647 um2
==> cell usage in the layout (no fill, tap or decap) <==
cell type	n
clkdlybuf4s50_1	19
dfxtp_1	15
nand3_1	6
edfxtp_1	5
nor2_1	5
buf_4	5
inv_1	4
xor2_1	4
nand2_1	4
a31oi_1	4
nor2b_1	3
o21ai_0	3
a21oi_1	3
or4_1	3
clkbuf_8	3
and2_1	2
a221oi_1	2
nor4_1	2
nand4_1	2
or4b_2	1
nand2b_1	1
nor3_1	1
and3_1	1
and3_2	1
nor4b_1	1
o41ai_1	1
mux2i_1	1
or4_4	1
xnor2_1	1
ha_1	1
clkbuf_1	1
==> cell families after synthesis <==
| group | count (synthesis) | synth area share |
|---|---|---|
| compound gates | 13 | 0.09833 |
| xor+xnor | 5 | 0.05295 |
| fa+ha+maj | 1 | 0.01513 |
| buf+inv | 8 | 0.04236 |
| flops | 20 | 0.5446 |
| mux | 1 | 0.01210 |
| simple gates | 34 | 0.2345 |
==> state kept, by name (all words and copies together), names as in the netlist <==
name	flops
Address	5
Counter	5
Invalid	1
LoggedOut	1
Passed	1
State	6
Wait	1
==> per-layer routing <==
metal	wire (um)	up-vias	GRT usage
li1	-	349	-
met1	944	281	0.04549
met2	667	22	0.04310
met3	157	2	0.01386
met4	52	0	0.008588
met5	0	-	0
==> stage by stage <==
stage                     total power, W  setup slack (ns)  std cells  hold WS [ns]  cell area [um2]
after floorplan                0.0004971            0.1377         82        0.4561            827.0
after global placement         0.0005340           0.06106        204        0.4736             1162
after detailed placement       0.0005345           0.04288        204        0.4798             1162
after CTS                      0.0008260           0.05962        208        0.4946             1207
after global routing           0.0008573           0.08336        208        0.5306             1211
final                          0.0008153            0.1674        208        0.4925             1211
==> critical path, delay by kind of cell, from the launching register on <==
kind,cells,cell delay [ns]
adder cells (fa/ha/maj),1,0.25
flip-flops,1,0.41
AND/OR/NAND/NOR,2,0.79
AND-OR/OR-AND,1,0.08
==> repair_timing <==
action | in CTS | in global routing
setup endpoints to repair | 0 | 1
resized | 0 | 1
setup buffers | 0 | 0
==> where the power goes <==
| part | total, W | switching (W) | internal, W |
|---|---|---|---|
| Clock | 0.000291 | 0.000134 | 0.000157 |
| Sequential | 0.000466 | 0.00000300 | 0.000463 |
| Combinational | 0.0000591 | 0.0000225 | 0.0000366 |
==> layout make-up <==
| class | count | area (um2) |
|---|---|---|
| fill | 852 | 6436 |
| sequential | 20 | 450.4 |
| tap | 102 | 127.6 |
| multi-input combinational | 54 | 345.3 |
| clock buffer | 4 | 45.04 |
| inverter | 4 | 15.01 |
| timing repair buffer | 24 | 227.7 |
==> final timing paths <==
kind | start | endpoint | depth (start not counted)
worst max-delay path | Counter[1]$_SDFFE_PP0P_ | Counter[1]$_SDFFE_PP0P_ | 4
worst max register to register | Counter[1]$_SDFFE_PP0P_ | Counter[1]$_SDFFE_PP0P_ | 4
worst min register to register | Invalid$_SDFFE_PP0P_ | Invalid$_SDFFE_PP0P_ | 2
worst min-delay path | Invalid$_SDFFE_PP0P_ | Invalid$_SDFFE_PP0P_ | 2
Power is estimated from default activity; no workload was simulated.
